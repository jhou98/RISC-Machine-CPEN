--- flow/config.mk ---
export PLATFORM = sky130hd
export DESIGN_NAME = sseg
export DESIGN_NICKNAME = sseg
export VERILOG_FILES = /design/flow/design.v
export SDC_FILE = /design/flow/constraint.sdc
export NUM_CORES = 4
export LEC_CHECK = 1
export CORE_AREA = 10 10 70 70
export DIE_AREA = 0 0 80 80
--- flow/constraint.sdc ---
current_design sseg

set clk_period 1.4
set clk_io_pct 0.2

create_clock -name clk0 -period $clk_period

set non_clock_inputs [all_inputs -no_clocks]
set_input_delay [expr $clk_period * $clk_io_pct] -clock clk0 $non_clock_inputs
set_output_delay [expr $clk_period * $clk_io_pct] -clock clk0 [all_outputs]
--- flow/design.v ---
module lab7_top(KEY,SW,LEDR,HEX0,HEX1,HEX2,HEX3,HEX4,HEX5);
  input [3:0] KEY;
  input [9:0] SW;
  output [9:0] LEDR;
  output [6:0] HEX0, HEX1, HEX2, HEX3, HEX4, HEX5;
  wire N,V,Z;
  wire [1:0] mem_cmd;
  wire [8:0] mem_addr; 
  wire [15:0] read_data;  
  wire e;  
  wire write;  
  wire [15:0] dout; 
  wire totristate;  
  wire toloadenable;  
  wire [15:0] write_data;  
  cpu CPU( .clk(~KEY[0]),
	   .reset(~KEY[1]),
	   .in(read_data),
	   .out(write_data),
	   .N(N),
	   .V(V),
	   .Z(Z),
	   .mem_cmd(mem_cmd),
	   .mem_addr(mem_addr)
  );  
  RAM #(16,8,"t2.txt") MEM( .clk(~KEY[0]),
	  		    .read_address(mem_addr[7:0]),
			    .write_address(mem_addr[7:0]),
		    	    .write(write),
	   		    .din(write_data),
			    .dout(dout));  
  switch switch1(mem_cmd,mem_addr,totristate);  
  LED led1(mem_cmd,mem_addr,toloadenable);  
  assign e = ((mem_cmd == 2'b01)&(mem_addr[8] == 1'b0));  
  assign write = ((mem_cmd == 2'b10)&(mem_addr[8]==1'b0));  
  assign read_data = e ? dout:16'bz;  
  assign read_data = totristate ? {8'bz,SW[7:0]} :16'bz;  
  vDFFE #(8) forLED(~KEY[0],toloadenable,write_data[7:0],LEDR[7:0]);  
  assign HEX5[0] = ~Z;
  assign HEX5[6] = ~N;
  assign HEX5[3] = ~V;
endmodule
module sseg(in,segs);
  input [3:0] in;
  output reg [6:0] segs;
  always @(*)begin
    case(in) 
	4'b0000: segs = 7'b1000000;
        4'b0001: segs = 7'b1111001;
        4'b0010: segs = 7'b0100100;
        4'b0011: segs = 7'b0110000;
        4'b0100: segs = 7'b0011001;
        4'b0101: segs = 7'b0010010;
	4'b0110: segs = 7'b0000010;
	4'b0111: segs = 7'b1111000;
	4'b1000: segs = 7'b0000000;
	4'b1001: segs = 7'b0010000;
	4'b1010: segs = 7'b0001000;
	4'b1011: segs = 7'b0000011;
	4'b1100: segs = 7'b1000110;
	4'b1101: segs = 7'b0100001;
	4'b1110: segs = 7'b0000110;
 	default: segs = 7'b0001110;   
    endcase
  end
endmodule
--- flow/run.sh ---
#!/bin/bash
# OpenROAD 26Q1-2900-gdf79404cd8, Yosys 0.63+post, stock flow scripts
make -C /OpenROAD-flow-scripts/flow DESIGN_CONFIG=/design/flow/config.mk WORK_HOME=/design/flow/orfs finish
==> results.cfg <==
; yosys + openroad results
[run_status]
outcome = finished, violations left
violations = setup timing

[setup_path]
critPathLaunch = in[1]
cp.arrival_ps = 1310
path_delay_family = simple AND/OR/NAND/NOR gates
cp_max_fo = 4
cp_num_cells = 7
endpoint = segs[0]
endpoint_kind = primary output
crit_path_start_kind = primary input
setup.worst_path.class = primary input to primary output
path_buffers = 3
crit_path_cell_trace = buf_8 -> inv_8 -> ha_4 -> and2b_2 -> or3b_1 -> o21ai_1 -> buf_2
worstPathRequired_ps = 1120
critical_path.max_stage_delay_ps = 340
cp_slowest_cell = or3b_1

[floorplanning]
die-area_mm2 = 0.00640
ios = 11
fp_util_pct = 8.06
die_h_um = 80
die_w_um = 80
rows = 21
core-area_mm2 = 0.00342

[routing]
final_antenna_net_count = 0
drc_errors = 0
wl_per_cell_um = 9.93
dr.first_iter.drc_count = 4
dr.pass1.iters = 2
vias_per_cell = 3.16
drt_wl_total_mm = 1.00
n_antenna_cell = 0
route.vias.total = 319

[layout]
final_core_util_pct = 17.9
design_area_um2 = 611
ff_count = 0
drive_gt1_share_pct = 70.9
seq_area_um2 = 0
fillers = 375
layout.cells.non_filler = 101
syn_to_final_growth_pct = 122
clkbuf_count = 0

[logic_synthesis]
yosysTopAreaCell = ha_1
synth.avg_cell_area_um2 = 8.60
synth_top_area_share_pct = 31.8
synthTopCellsByArea = ha_1, mux2i_1, mux4_1
top_cells_by_count = ha_1, nor2_1, mux2i_1
ys_seq_share_pct = 0
yosysWarnings = 4
synth_area_um2 = 275
synth_cell_types = 15
most_common_cell = ha_1
yosys_cells = 32
syn_inst = 32
ys_area_um2 = 275

[final_timing]
hold-worst-slack_ps = 1060
fin_crit_ps = 1590
final.period_utilization_pct = 113
slew_headroom_pct = 90.8
rsz0062_at_grt = true
final_hold_viol_count = 0
fin_ws_ps = -188
tightest_slew_ps = 134
setup_violations = 6
finalMaxSlewViolations = 0
max_clock_freq_mhz = 630

[place]
dp_cells = 98
pre_cts_slack_ps = -1030
placed_cell_area_um2 = 512
place.port_buffers = 11
hpwl_um = 635
gp_congestion = 0.781

[global_route]
grt_pass1_vias = 320
grt_antenna_before_repair = 0
grt_usage_pct = 2.82
grt_max_degree = 6
grt-ovfl-total = 0
grt_pass1_wl_mm = 1.56

[pwr]
intPower_uw = 90.2
clkPwrFrac_pct = 0
p_leak_uw = 0.000270
seqPwrFrac_pct = 0
swShare_pct = 42.3
p_comb_share_pct = 100.0
ir_drop_uv = 40.9
powerDensity_mw_per_mm2 = 256
p_sw_uw = 66.2

[job]
cap_violations = 0
tool_warnings = 40

[min_path]
hold_path.class = primary input to primary output
metal layers:
layer	vias up	GRT usage [%]	wire (µm)
li1	160	-	-
met1	152	3.43	436
met2	7	5.14	485
met3	0	0.682	81
met4	0	0	0
met5	-	0	0
cell type report:
class,count,area (µm²),area share (%)
multi-input cells,27,335,54.9
repair buffers,25,196,32.2
well taps,46,57.6,9.43
inverters,3,21.3,3.48
repair_timing:
| item | 4_1_cts | 5_1_grt |
|---|---|---|
| resized | 57 | 7 |
| hold buffers | 0 | 0 |
| setup endpoints to repair | 7 | 7 |
| gates cloned | 1 | 0 |
| pin swaps | 7 | 6 |
| setup buffers | 4 | 1 |
through the flow:
| step | power, µW | TNS [ps] |
|---|---|---|
| global placement | 134 | -6140 |
| finish | 156 | -647 |
| global route | 174 | -968 |
| detailed placement | 134 | -6160 |
| CTS | 148 | -651 |
| floorplan | 52.4 | 0 |
worst min path at each step:
stage	end	cells past startpoint	startpoint	slack (ps)
after CTS	segs[1]	4	in[1]	1050
after global routing	segs[1]	4	in[0]	1090
final	segs[1]	4	in[1]	1060
cell families (layout without fill, tap and decap cells):
group | after synthesis | count (layout) | synth area share [%]
buffers and inverters | 5 | 28 | 10.0
muxes | 6 | 6 | 28.2
and+or+nand+nor | 8 | 8 | 14.5
adders and majority gates | 7 | 7 | 31.8
AOI/OAI and AO/OA | 6 | 6 | 15.5
power groups by stage:
stage     sequential (µW)  clock, µW  combinational, µW
6_report                0          0                156
4_1_cts                 0          0                148
5_1_grt                 0          0                174
cells in the final DEF, fill, tap and decap left out:
| master | count |
|---|---|
| a21oi_1 | 1 |
| a22o_1 | 2 |
| a32o_2 | 1 |
| and2b_2 | 1 |
| buf_2 | 7 |
| buf_4 | 10 |
| buf_6 | 3 |
| buf_8 | 2 |
| clkbuf_2 | 1 |
| dlygate4sd2_1 | 2 |
| ha_2 | 1 |
| ha_4 | 6 |
| inv_1 | 1 |
| inv_4 | 1 |
| inv_8 | 1 |
| mux2_2 | 1 |
| mux2i_1 | 4 |
| mux4_2 | 1 |
| nand2_1 | 1 |
| nor2_1 | 2 |
| nor2_2 | 2 |
| nor2_4 | 1 |
| o21ai_1 | 2 |
| or3b_1 | 1 |
Power is estimated from default activity; no workload was simulated.
